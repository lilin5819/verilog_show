==> design/flow/config.mk <==
export PLATFORM = sky130hd
export DESIGN_NAME = async_fifo_top
export DESIGN_NICKNAME = async_fifo_top
export VERILOG_FILES = /design/flow/design.v
export SDC_FILE = /design/flow/constraint.sdc
export NUM_CORES = 4
export LEC_CHECK = 1
export CORE_UTILIZATION = 50
==> design/flow/constraint.sdc <==
current_design async_fifo_top

set clk_period 4.7
set clk_io_pct 0.2

create_clock -name clk0 -period $clk_period [get_ports {rclk}]
create_clock -name clk1 -period $clk_period [get_ports {wclk}]

set non_clock_inputs [all_inputs -no_clocks]
set_input_delay [expr $clk_period * $clk_io_pct] -clock clk0 $non_clock_inputs
set_output_delay [expr $clk_period * $clk_io_pct] -clock clk0 [all_outputs]
==> design/flow/design.v <==
module async_fifo_top #(
    parameter DSIZE = 8,
    parameter ASIZE = 4
    )(
    output [DSIZE-1:0] rdata,
    output             wfull,
    output             rempty,
    input  [DSIZE-1:0] wdata,
    input              winc, wclk, wrst_n,
    input              rinc, rclk, rrst_n
    );
wire [ASIZE-1:0] waddr, raddr;
wire [ASIZE:0] wptr, rptr, wrptr2, rwptr2;
wire wclken;
assign wclken = (winc & !wfull);
sync_r2w #(ASIZE) U1(
    .wrptr2(wrptr2),
    .rptr(rptr),
    .wclk(wclk),
    .wrst_n(wrst_n)
    );
sync_w2r #(ASIZE) U2(
    .rwptr2(rwptr2),
    .wptr(wptr),
    .rclk(rclk),
    .rrst_n(rrst_n)
    );
fifomem #(DSIZE, ASIZE) U3(
    .rdata(rdata),
    .wdata(wdata),
    .waddr(waddr),
    .raddr(raddr),
    .wclk(wclk),
    .wclken(wclken)
    );
rptr_empty #(ASIZE) U4(
    .rempty(rempty),
    .raddr(raddr),
    .rptr(rptr),
    .rwptr2(rwptr2),
    .rinc(rinc),
    .rclk(rclk),
    .rrst_n(rrst_n)
    );
wptr_full #(ASIZE) U5(
    .wfull(wfull),
    .waddr(waddr),
    .wptr(wptr),
    .wrptr2(wrptr2),
    .winc(winc),
    .wclk(wclk),
    .wrst_n(wrst_n)
    );
endmodule
module fifomem
#(
    parameter  DATASIZE = 8,  
    parameter  ADDRSIZE = 4 
)  
(
    output [DATASIZE-1:0] rdata, 
    input  [DATASIZE-1:0] wdata, 
    input  [ADDRSIZE-1:0] waddr, raddr, 
    input                 wclk,wclken
);
localparam DEPTH = 1<<ADDRSIZE;    
reg [DATASIZE-1:0] mem [0:DEPTH-1];  
assign rdata = mem[raddr];
always @(posedge wclk)   
    if (wclken)
        mem[waddr] <= wdata;
 endmodule
module rptr_empty #(
    parameter ADDRSIZE = 4
    )(
    output     [ADDRSIZE-1:0] raddr,
    output reg [ADDRSIZE:0]   rptr,
    output reg                rempty,
    input      [ADDRSIZE:0]   rwptr2,
    input                     rinc, rclk, rrst_n
    );
reg [ADDRSIZE:0] rbin, rgnext, rbnext;
always @(posedge rclk or negedge rrst_n) begin
    if (!rrst_n) begin
        rptr <= 0;
        rbin <= 0;
    end
    else begin
        rptr <= rgnext;
        rbin <= rbnext;
    end
end
always @(*) begin
    rbnext = (!rempty)? (rbin + rinc) : rbin;
    rgnext = (rbnext>>1)^rbnext;  
end
assign raddr = rbin[ADDRSIZE-1:0];
always @(posedge rclk or negedge rrst_n) begin
    if (!rrst_n) rempty <= 1'b1;
    else rempty <= (rgnext == rwptr2);
end
endmodule
module sync_r2w #(
    parameter ADDRSIZE = 4
    )(
    output reg [ADDRSIZE:0] wrptr2,
    input      [ADDRSIZE:0] rptr,
    input                   wclk, wrst_n
    );
reg [ADDRSIZE:0] wrptr1;
always @(posedge wclk or negedge wrst_n) begin
    if (!wrst_n) begin
        {wrptr2, wrptr1} <= 0;
    end
    else begin
        {wrptr2, wrptr1} <= {wrptr1, rptr};
    end
end
endmodule
module sync_w2r #(
    parameter ADDRSIZE = 4
    )(
    output reg [ADDRSIZE:0] rwptr2,
    input      [ADDRSIZE:0] wptr,
    input                   rclk, rrst_n
    );
reg [ADDRSIZE:0] rwptr1;
always @(posedge rclk or negedge rrst_n) begin
    if (!rrst_n) begin
        {rwptr2, rwptr1} <= 0;
    end
    else begin
        {rwptr2, rwptr1} <= {rwptr1, wptr};
    end
end
endmodule
module wptr_full #(
    parameter ADDRSIZE = 4
    )(
    output     [ADDRSIZE-1:0] waddr,
    output reg [ADDRSIZE:0]   wptr,
    output reg                wfull,
    input      [ADDRSIZE:0]   wrptr2,
    input                     winc, wclk, wrst_n
    );
reg [ADDRSIZE:0] wbin, wgnext, wbnext;
always @(posedge wclk or negedge wrst_n) begin
    if (!wrst_n) begin
        wptr <= 0;
        wbin <= 0;
    end
    else begin
        wptr <= wgnext;
        wbin <= wbnext;
    end
end
always @(*) begin
    wbnext = (!wfull)? (wbin + winc) : wbin;
    wgnext = (wbnext>>1)^wbnext;
end
assign waddr = wbin[ADDRSIZE-1:0];
always @(posedge wclk or negedge wrst_n) begin
    if (!wrst_n) wfull <= 1'b0;
    else wfull <= ((wgnext[ADDRSIZE]     != wrptr2[ADDRSIZE]  ) &&
                   (wgnext[ADDRSIZE-1]   != wrptr2[ADDRSIZE-1]) &&
                   (wgnext[ADDRSIZE-2:0] == wrptr2[ADDRSIZE-2:0]));
end
endmodule
==> design/flow/run.sh <==
#!/bin/bash
# OpenROAD 26Q1-2900-gdf79404cd8, Yosys 0.63+post, stock flow scripts
make -C /OpenROAD-flow-scripts/flow DESIGN_CONFIG=/design/flow/config.mk WORK_HOME=/design/flow/orfs finish
==> impl_metrics.ini <==
; synthesis and place-and-route metrics
[floorplanning]
core_mm2 = 0.0129
placement_rows = 41
chip_area_mm2 = 0.0139
die.size.y_um = 118
fp_util_pct = 52.2
num_io_pins = 24
die_boundary_width_um = 118

[grt]
gr-usage-all-layers_pct = 20.5
antenna_found_initial = 0
number_of_global_route_vias_before_repair = 3462
gr-total-overflow = 0
grt_first_pass_wirelength_mm = 19.2
grt_start_max_net_pins = 39

[worst_setup_path]
setup.worst_path.end_class = primary output
cp.arrival_ns = 2.70
slowest_stage = sky130_fd_sc_hd__dfrtp_2
worst_setup_path_start_kind = register
r2r_start = U4.rbin[0]
worst_ep_required_time_ns = 3.76
max_stage_delay_ns = 0.77
cp.buffers_inverters = 1
rr_endpoint = U4.rempty
setup.worst_path.class = register to primary output
path_cells = mux4_2 -> nor2b_1 -> a211oi_1 -> a21oi_1 -> clkdlybuf4s50_1
critPathTopFamily = flip-flops
r2r_slack_ns = 2.00
critical_path_peak_fanout = 19
rr_worst_depth = 6

[yosys]
yosys_cells = 350
synthDominantAreaCellType = sky130_fd_sc_hd__edfxtp_1
mappedNetlistArea_mm2 = 0.00672
async_reset_ff_share_pct = 23.8
synthTopCellsByCount = sky130_fd_sc_hd__edfxtp_1, sky130_fd_sc_hd__dfrtp_1, sky130_fd_sc_hd__mux4_2
synthMostInstantiatedCell = sky130_fd_sc_hd__edfxtp_1
syn_avg_cell_area_um2 = 19.2
synth-main-ff-cell = sky130_fd_sc_hd__edfxtp_1
yosys.area.top_type_share_pct = 57.2
synth_warnings = 5
edf_count = 128
synth.yosys.chip_area_mm2 = 0.00672
largest_cells_by_area = sky130_fd_sc_hd__edfxtp_1, sky130_fd_sc_hd__dfrtp_1, sky130_fd_sc_hd__mux4_2
ys_seq_elements = 168
ys_seq_share_pct = 72.1
ys_types = 45
synth_cells = 350

[power]
internal_power_uw = 3810
clkPwrFrac_pct = 29.8
power.density_cell_area_mw_per_mm2 = 684
comb_power_share_pct = 29.6
irDropWorstVdd_v = 0.000353
sequential_fraction_of_design_power_pct = 40.6
switching_share_pct = 29.0
power.switching_uw = 1550
total_leakage_power_uw = 0.00272

[detailed_routing]
antenna_cells = 0
drtPass1Iterations = 4
route.antenna.remaining_nets = 0
drc_errors = 0
via_per_inst = 5.59
dr.first_iter.drc_count = 264
routed_wl_mm = 11.8
vias = 3195
wire_per_inst_um = 20.6

[final_timing]
slew_headroom_pct = 39.4
final.setup.tns_ns = 0
hold_viol_final = 0
rsz0062_at_grt = no
min_setup_slack_post_route_ns = 1.06
setup_skew_ns = 0.00560
max_slew.worst_pin.slew_ns = 0.905
drv_slew = 0
setup_viol = 0

[clock_tree]
cts_resized = 0
post_cts_buffers = 0
clock_sink_total = 168
cts.hold.buffers_added = 0
clkTransAtPathRegs_ns = 0.06
tritoncts = yes

[placed_design]
place_worst_setup_slack_ns = 1.33
dp_hpwl_mm = 7.35
total_of_buffers_placed_on_input_and_output_ports = 22
gp_congestion = 0.773

[run_status]
outcome = finished, final reports clean

[layout]
final_layout_size_suffix_gt1_share_pct = 23.0
syn2layout_area_growth_pct = 16.7

[job]
max-cap-violations = 0
count_of_warning_messages_emitted_by_the_tools = 26

[worst_hold_path]
hold_crit_depth = 0
worstHoldStart = U4.rptr[1]
min_to = U1.wrptr1[1]
hold_class = register to register
-- worst max path at each step --
stage,startpoint,endpoint,slack (ns),depth (start not counted)
6_report,U4.rbin[0],rdata[5],1.06,5
5_1_grt,U4.rbin[0],rdata[5],0.91,5
4_1_cts,U4.rbin[0],rdata[3],1.03,5
-- registers in the layout, summed over array words and instances (netlist names) --
| signal | count |
|---|---|
| U5.wfull | 1 |
| U1.wrptr2 | 5 |
| U2.rwptr1 | 5 |
| U2.rwptr2 | 5 |
| U4.rptr | 5 |
| U1.wrptr1 | 5 |
| U3.mem | 128 |
| U5.wbin | 4 |
| U4.rempty | 1 |
| U5.wptr | 5 |
| U4.rbin | 4 |
-- metrics by stage --
step / hold WS [ns] / utilization, % / instances / power, µW / instance area [µm²]
floorplan: 0.331 / - / 350 / 3320 / 6720
global placement: 0.338 / 55.4 / 536 / 3810 / 7130
detailed placement: 0.335 / 55.4 / 536 / 3800 / 7130
CTS: 0.200 / 60.9 / 572 / 5420 / 7840
global route: 0.206 / 60.9 / 572 / 5660 / 7840
finish: 0.210 / 60.9 / 572 / 5360 / 7840
-- power by group through the flow --
stage	clock (µW)	combinational [µW]	sequential [µW]
after CTS	1630	1610	2180
after global routing	1700	1740	2220
final	1600	1580	2180
-- placed cells by master (no fill, tap or decap), types with 2 or more instances in the layout --
cell and instances:
sky130_fd_sc_hd__ha_1 4, sky130_fd_sc_hd__clkinvlp_4 3, sky130_fd_sc_hd__edfxtp_1 128, sky130_fd_sc_hd__nor3_1 4
sky130_fd_sc_hd__clkinv_1 2, sky130_fd_sc_hd__clkinv_4 2, sky130_fd_sc_hd__nor2_1 14, sky130_fd_sc_hd__nand4b_1 3
sky130_fd_sc_hd__xnor3_1 3, sky130_fd_sc_hd__a21oi_1 9, sky130_fd_sc_hd__xnor2_1 13, sky130_fd_sc_hd__nand3_1 3
sky130_fd_sc_hd__a211oi_1 8, sky130_fd_sc_hd__mux2i_1 11, sky130_fd_sc_hd__bufinv_16 4, sky130_fd_sc_hd__mux4_2 32
sky130_fd_sc_hd__clkdlybuf4s50_1 22, sky130_fd_sc_hd__or3b_2 2, sky130_fd_sc_hd__buf_4 10, sky130_fd_sc_hd__clkbuf_16 20
sky130_fd_sc_hd__o21ai_0 3, sky130_fd_sc_hd__inv_1 5, sky130_fd_sc_hd__inv_6 3, sky130_fd_sc_hd__xor2_1 7
sky130_fd_sc_hd__nand2b_1 3, sky130_fd_sc_hd__nor2b_1 11, sky130_fd_sc_hd__nand2_1 7, sky130_fd_sc_hd__mux2_2 4
sky130_fd_sc_hd__dfrtp_1 38
-- logic make-up after synthesis --
family	share of synthesized area [%]
xor+xnor	4.58
buf+inv	2.09
fa+ha+maj	0.745
mux	13.0
simple gates	4.97
compound gates	2.48
flops	72.1
-- worst register-to-register path, stage by stage, from the launching register on --
cell                       delay [ns]
sky130_fd_sc_hd__dfrtp_2         0.77
sky130_fd_sc_hd__ha_1            0.30
sky130_fd_sc_hd__ha_1            0.26
sky130_fd_sc_hd__nand4b_4        0.16
sky130_fd_sc_hd__or4b_1          0.53
sky130_fd_sc_hd__a311o_1         0.38
sky130_fd_sc_hd__a211oi_2        0.22
-- layer usage --
layer / track usage, % / part of all wire (%)
met3: 11.6 / 9.5
met5: 0 / 0
met2: 25.8 / 43
met4: 2.64 / 1.5
met1: 36.8 / 46
-- layout make-up --
cell class	instances	area (µm²)
clock buffer	20	500
inverter	5	18.8
tap	172	215
fill	898	5030
multi-input combinational	158	1730
clock inverter	16	210
sequential	168	4850
timing repair buffer	33	315
No activity file was given, so power comes from the tool's default toggle rates.
