--- flow/design.v ---
module i2c_master(
    input clk,
    input rst_n,
    input en,
    input read_mode,
    input [2:0] dev_addr,
    input [15:0] dat_addr,
    input [7:0] tx_len,           
    input [7:0] rx_len,           
    input [7:0] tx_byte,
    output reg [7:0] rx_byte,
    output reg tx_ready,
    output reg rx_ready,
    output SCL,
    inout SDA
);
reg [9:0] state,next_state;
reg sda_o,sda_oe;
reg [7:0] tx_buf,rx_buf;
reg scl;
wire sda_i;
reg trans_byte,master_ack,slave_ack;
reg cnt_en;
reg [7:0] cnt_max;
reg [7:0] cnt;
reg [7:0] rx_len_r,tx_len_r;
wire cnt_full,cnt_ack,cnt_byte;
assign cnt_full = (cnt==cnt_max);
assign cnt_ack = trans_byte&(cnt >= 4*8) && (cnt < 4*9);
assign cnt_byte = trans_byte&(cnt < 4*8);
assign SCL = scl;
assign SDA = sda_oe ? sda_o : 1'bz ;
assign sda_i = SDA;
localparam  ST_IDLE       = 10'b00_0000_0001,
            ST_WSTART     = 10'b00_0000_0010,
            ST_WCTL       = 10'b00_0000_0100,
            ST_ADDR0      = 10'b00_0000_1000,
            ST_ADDR1      = 10'b00_0001_0000,
            ST_RSTART     = 10'b00_0010_0000,
            ST_RCTL       = 10'b00_0100_0000,
            ST_WDAT       = 10'b00_1000_0000,
            ST_RDAT       = 10'b01_0000_0000,
            ST_STOP       = 10'b10_0000_0000;
always @(posedge clk or negedge rst_n) begin
    if(!rst_n)
        state <= ST_IDLE;
    else
        state <= next_state;
end
always @(*) begin
    if(cnt_full) begin
        case(state)
            ST_IDLE   :begin
                if(en)
                    next_state = ST_WSTART;
                else
                    next_state = ST_IDLE;
            end
            ST_WSTART  :begin
                next_state = ST_WCTL;
            end
            ST_WCTL    :begin
                if( slave_ack)
                    next_state = ST_ADDR0;
                else
                    next_state = ST_STOP;
            end
            ST_ADDR0   :begin
                if( slave_ack)
                    next_state = ST_ADDR1;
                else
                    next_state = ST_STOP;
            end
            ST_ADDR1   :begin
                if( slave_ack)
                    if(read_mode)
                        next_state = ST_RSTART;
                    else
                        next_state = ST_WDAT;
                else
                    next_state = ST_STOP;
            end
            ST_RSTART  :begin
                if( slave_ack)
                    next_state = ST_RCTL;
                else
                    next_state = ST_STOP;
            end
            ST_RCTL    :begin
                if( slave_ack)
                    next_state = ST_RDAT;
                else
                    next_state = ST_STOP;
            end
            ST_WDAT   :begin
                if( slave_ack && (tx_len_r > 0))
                    next_state = ST_WDAT;
                else
                    next_state = ST_STOP;
            end
            ST_RDAT   :begin
                if( master_ack)
                    next_state = ST_RDAT;
                else
                    next_state = ST_STOP;
            end
            ST_STOP   :begin
                next_state = ST_IDLE;
            end
            default:begin
                next_state = ST_IDLE;
            end
        endcase
    end
end
always @(posedge clk or negedge rst_n) begin
    if(!rst_n) begin
        cnt_en <= 1'b0;
        trans_byte <= 1'b0;
        cnt_max <= 8'd0;
        cnt <= 8'd0;
    end
    else if(state != next_state)begin
        cnt <= 8'd0;
        case(next_state)
            ST_IDLE,ST_WSTART,ST_RSTART,ST_STOP:begin cnt_en <= 1'b1;trans_byte <= 1'b0; cnt_max <= 8'd3; end
            ST_WCTL,ST_ADDR0,ST_ADDR1,ST_WDAT,ST_RCTL,ST_RDAT: begin 
                cnt_en <= 1'b1;
                trans_byte <= 1'b1;
                cnt_max <= (4*9-1);
            end
            default: begin
                cnt_en <= 1'b1;
                trans_byte <= 1'b0;
                cnt_max <= 8'd3;
            end
        endcase
    end
    else if(cnt_full)
        cnt <= 8'd0;
    else
        cnt <= cnt + 1'b1;
end
always @(posedge clk or negedge rst_n) begin
    if(!rst_n)begin
        tx_buf <= 8'h0;
        rx_buf <= 8'h0;
    end
    else if(cnt_full) begin   
        tx_buf <= tx_buf;
        rx_buf <= rx_buf;
        case(next_state)
            ST_IDLE,ST_STOP,ST_WSTART,ST_RSTART:begin
            end
            ST_WCTL: begin
                tx_buf <= {4'b1010,dev_addr,1'b0}; 
            end
            ST_RCTL: begin 
                tx_buf <= {4'b1010,dev_addr,1'b1}; 
            end
            ST_ADDR0:begin
                tx_buf <= dat_addr[15:8]; 
            end
            ST_ADDR1:begin
                tx_buf <= dat_addr[7:0]; 
            end
            ST_WDAT: begin
                tx_buf <= tx_byte; 
            end
            ST_RDAT: begin
            end
            default: begin
            end
        endcase
    end
    else if(cnt[1:0] == 2'b00 && cnt_byte) begin         
        tx_buf <= tx_buf;
        rx_buf <= rx_buf;
        case(state)
            ST_IDLE,ST_STOP,ST_WSTART,ST_RSTART:begin
            end
            ST_WCTL,ST_RCTL,ST_ADDR0,ST_ADDR1,ST_WDAT: begin
                tx_buf <= tx_buf << 1; 
            end
            ST_RDAT: begin
            end
            default: begin
            end
        endcase
    end
    else if(cnt[1:0] == 2'b10 && state == ST_RDAT) begin
        tx_buf <= tx_buf;
        rx_buf <= {rx_buf[6:0],sda_i};
    end
    else begin
        tx_buf <= tx_buf;
        rx_buf <= rx_buf;
    end
end
always @(*) begin
    case(state)
        ST_IDLE:begin sda_oe = 1'b0; end
        ST_WSTART,ST_RSTART:begin sda_oe = 1'b1; end
        ST_STOP : begin sda_oe = 1'b1; end
        ST_WCTL,ST_ADDR0,ST_ADDR1,ST_WDAT,ST_RCTL: begin 
            sda_oe = cnt_byte;
        end
        ST_RDAT: begin 
            sda_oe = !cnt_byte;
        end
        default: begin sda_oe = 1'b0; end
    endcase
end
always @(posedge clk or negedge rst_n) begin
    if(!rst_n) begin
        sda_o <= 1'b1;
        scl <= 1'b1;
        master_ack <= 1'b0;
        slave_ack <= 1'b0;
        tx_len_r <= 8'd0;
        rx_len_r <= 8'd0;
    end
    else begin
        tx_ready <= 1'b0;
        rx_ready <= 1'b0;
        master_ack <= master_ack;
        slave_ack <= slave_ack;
        scl <= scl;
        case(state)
            ST_IDLE: begin
                sda_o <= 1'b1;
                scl <= 1'b1;
                master_ack <= 1'b0;
                slave_ack <= 1'b0;
                if(en) begin
                    tx_len_r <= tx_len + 1;
                    rx_len_r <= rx_len + 1;
                end
            end
            ST_WSTART:begin
                master_ack <= 1'b0;
                case(cnt[1:0])
                    2'b00: begin
                        sda_o <= 1'b1;
                        scl <= 1'b1;
                    end
                    2'b01:begin
                    end
                    2'b10:begin
                        sda_o <= 1'b0;
                    end
                    2'b11: begin
                        scl <= 1'b0;
                    end
                    default: begin
                    end
                endcase
            end
            ST_RSTART:begin
                master_ack <= 1'b1;
                case(cnt[1:0])
                    2'b00: begin
                        sda_o <= 1'b1;
                        scl <= 1'b0;
                    end
                    2'b01:begin
                        scl <= 1'b1;
                    end
                    2'b10:begin
                        sda_o <= 1'b0;
                    end
                    2'b11: begin
                        scl <= 1'b0;
                    end
                    default: begin
                    end
                endcase
            end
            ST_STOP:begin
                master_ack <= 1'b0;
                slave_ack <= 1'b0;
                case(cnt[1:0])
                    2'b00: begin
                        scl <= 1'b0;
                    end
                    2'b01:begin
                        scl <= 1'b1;
                    end
                    2'b10:begin
                        sda_o <= 1'b1;
                    end
                    2'b11: begin
                        scl <= 1'b1;
                    end
                    default: begin
                    end
                endcase
            end
            ST_WCTL,ST_RCTL,ST_ADDR0,ST_ADDR1:begin
                case(cnt[1:0])
                    2'b00: begin
                        scl <= 1'b0;
                        if(cnt_byte)
                            sda_o <= tx_buf[7];
                        else
                            sda_o <= 1'b0;
                    end
                    2'b01:begin
                        scl <= 1'b1;
                        if(cnt_ack) begin    
                            slave_ack <= ~sda_i;
                        end
                    end
                    2'b10:begin
                    end
                    2'b11: begin
                        scl <= 1'b0;
                    end
                endcase
            end
            ST_WDAT:begin
                tx_ready <= !cnt;
                case(cnt[1:0])
                    2'b00: begin
                        scl <= 1'b0;
                        if(cnt_byte)
                            sda_o <= tx_buf[7];
                        else
                            sda_o <= 1'b0;
                    end
                    2'b01:begin
                        scl <= 1'b1;
                        if(cnt_ack) begin    
                            tx_len_r <= tx_len_r - 1'b1;
                            slave_ack <= ~sda_i;
                        end
                    end
                    2'b10:begin
                    end
                    2'b11: begin
                        scl <= 1'b0;
                    end
                endcase
            end
            ST_RDAT:begin
                case(cnt[1:0])
                    2'b00: begin
                        scl <= 1'b0;
                        if(cnt_ack) begin    
                            sda_o <= (rx_len_r > 1) ? 1'b0 : 1'b1;
                            master_ack <= (rx_len_r > 1);
                            rx_len_r <= rx_len_r - 1'b1;
                            rx_byte <= rx_buf;
                            rx_ready <= 1'b1;
                        end
                    end
                    2'b01:begin
                        scl <= 1'b1;
                    end
                    2'b10:begin
                    end
                    2'b11: begin
                        scl <= 1'b0;
                    end
                endcase
            end
            default:begin
                sda_o <= 1'b1;
                scl <= 1'b1;
                master_ack <= 1'b0;
                slave_ack <= 1'b0;
            end
        endcase
    end
end
endmodule  
--- flow/constraint.sdc ---
current_design i2c_master

set clk_period 5.4
set clk_io_pct 0.2

create_clock -name clk0 -period $clk_period [get_ports {clk}]

set non_clock_inputs [all_inputs -no_clocks]
set_input_delay [expr $clk_period * $clk_io_pct] -clock clk0 $non_clock_inputs
set_output_delay [expr $clk_period * $clk_io_pct] -clock clk0 [all_outputs]
--- flow/run.sh ---
#!/bin/bash
# OpenROAD 26Q1-2900-gdf79404cd8, Yosys 0.63+post, stock flow scripts
make -C /OpenROAD-flow-scripts/flow DESIGN_CONFIG=/design/flow/config.mk WORK_HOME=/design/flow/orfs finish
--- flow/config.mk ---
export PLATFORM = sky130hd
export DESIGN_NAME = i2c_master
export DESIGN_NICKNAME = i2c_master
export VERILOG_FILES = /design/flow/design.v
export SDC_FILE = /design/flow/constraint.sdc
export NUM_CORES = 4
export LEC_CHECK = 1
export CORE_UTILIZATION = 30
==> job_summary.md <==
### Flow metrics

| Metric | Value |
|---|---|
| YS chip area | 4280 um^2 |
| Root Buffer Master | clkbuf_16 |
| Outcome | stopped before the end |
| Port bufs | 57 |
| Routability Congestion | 0.879 |
| Netlist cell types | 69 |
| Ys flop type | dfrtp_1 |
| XOR/XNOR Area Share | 0.0758 |
| #FFs+latches synth | 76 |
| Synth area leader | dfrtp_1 |
| Fraction of the mapped netlist area in adder cells | 0.0263 |
| EDFF count, synth | 10 |
| Stopping stage | 4_1_cts |
| Placed insts | 674 |
| Basic Gates by Area | 0.214 |
| Netlist Area Pre-Place | 4280 um^2 |
| Post-DP Area | 4990 um^2 |
| Count of unclocked register or latch pins | 10 |
| H-tree depth | 3 |
| Area leader share | 0.310 |
| Area fraction in mux cells | 0.0366 |
| Num CTS Buffers | 9 |
| FP Core Util | 0.308 |
| Top cells, area | dfrtp_1, edfxtp_1, xnor2_1, o21ai_0, dlxtp_1 |
| Comb area leader | simple AND/OR/NAND/NOR gates |
| Gate Count Post-Synth | 455 |
| Die Width | 121 um |
| Yosys Warn Count | 2 |
| FP Rows | 43 |
| Synth async-reset ratio | 0.737 |
| Ao+oa area frac | 0.173 |
| Clk buf depth | 2 |
| Detail Placement HPWL | 7.08 mm |
| Number of unconstrained endpoints | 20 |
| Pre-CTS setup slack | 2.64 ns |
| DIE HEIGHT | 121 um |
| Post-CTS Setup Inserts | 0 |
| Mapped Avg Cell Area | 9.40 um^2 |
| Yosys Instances | 455 |
| First error | [error] [KeplerFormal.cpp:679] Workflow failed: Iso has multiple drivers: .SDA0, SDA$_DFFE_PN1P_.Q0 |
| Post-CTS Resized | 0 |
| Io pins | 59 |
| # hold bufs at CTS | 0 |
metrics by stage:
stage          hold WS (ns)  power (mW)
3_3_place_gp          0.428       0.628
2_1_floorplan         0.419       0.572
3_5_place_dp          0.439       0.630
cells in the mapped netlist (5+ instances only):
cell type,count
a21oi_1,23
a22o_1,5
and3_1,9
buf_2,9
clkbuf_1,10
dfrtp_1,53
dlxtp_1,10
edfxtp_1,10
ha_1,9
inv_1,20
mux2_2,13
nand2_1,33
nand3_1,22
nand4_1,10
nor2_1,38
nor3_1,10
nor4_1,8
o21ai_0,36
o22a_1,5
xnor2_1,22
xor2_1,15
logic make-up after synthesis:
logic type      after synthesis
simple gates                167
mux                          14
xor+xnor                     37
flops                        66
compound gates              111
fa+ha+maj                     9
latches                      10
buf+inv                      41
Power and IR drop assume default switching activity.
