## design/flow/run.sh

```bash
#!/bin/bash
# OpenROAD 26Q1-2900-gdf79404cd8, Yosys 0.63+post, stock flow scripts
make -C /OpenROAD-flow-scripts/flow DESIGN_CONFIG=/design/flow/config.mk WORK_HOME=/design/flow/orfs finish
```

## design/flow/config.mk

```make
export PLATFORM = sky130hd
export DESIGN_NAME = cordic_pipeline_top
export DESIGN_NICKNAME = cordic_pipeline_top
export VERILOG_FILES = /design/flow/design.v
export SDC_FILE = /design/flow/constraint.sdc
export NUM_CORES = 4
export LEC_CHECK = 1
export CORE_UTILIZATION = 40
```

## design/flow/constraint.sdc

```tcl
current_design cordic_pipeline_top

set clk_period 8.2
set clk_io_pct 0.2

create_clock -name clk0 -period $clk_period [get_ports {clk}]

set non_clock_inputs [all_inputs -no_clocks]
set_input_delay [expr $clk_period * $clk_io_pct] -clock clk0 $non_clock_inputs
set_output_delay [expr $clk_period * $clk_io_pct] -clock clk0 [all_outputs]
```

## design/flow/design.v

```verilog
module cordic_iter_16bit(
    input clk,
    input rst_n,
    input mode,           
    input signed [15:0] rot_z,
    input [3:0] rot_num,
    input signed [15:0] xi,
    input signed [15:0] yi,
    input signed [15:0] zi,
    output reg signed [15:0] xo,
    output reg signed [15:0] yo,
    output reg signed [15:0] zo
);
wire signed [15:0] xs,ys;
assign xs = xi >>> rot_num;
assign ys = yi >>> rot_num;
always @ (posedge clk or negedge rst_n)
begin
    if(!rst_n)
    begin
        xo <= 16'b0;                         
        yo <= 16'b0;
        zo <= 16'b0;
    end
    else if(mode == 1'b0) begin
        if(zi >= 0)   begin       
            xo <= xi - ys;
            yo <= yi + xs;
            zo <= zi - rot_z;
        end
        else   begin                   
            xo <= xi + ys;
            yo <= yi - xs;
            zo <= zi + rot_z;
        end
    end
    else begin
        if(yi >= 0)   begin       
            xo <= xi + ys;
            yo <= yi - xs;
            zo <= zi + rot_z;
        end
        else   begin                   
            xo <= xi - ys;
            yo <= yi + xs;
            zo <= zi - rot_z;
        end
    end
end
endmodule  
module cordic_pipeline_top(
    input clk,
    input rst_n,
    input en,
    input mode,
    input [15:0] xi,
    input [15:0] yi,
    input [15:0] zi,
    output [15:0] xo,
    output [15:0] yo,
    output [15:0] zo,
    output valid
);
wire [15:0] x[15:0],y[15:0],z[15:0];
reg [15:0] valid_r;
assign x[0] = xi;
assign y[0] = yi;
assign z[0] = zi;
assign valid = valid_r[14];
always @(posedge clk or negedge rst_n) begin
    if(!rst_n)
        valid_r <= 16'b0;
    else
        valid_r <= {valid_r,en};
end
cordic_iter_16bit cordic_rotator_16bit_00(
    .clk(clk),
    .rst_n(rst_n),
    .mode(mode),
    .rot_z(16'h3244),
    .rot_num(4'd0),
    .xi(x[0]),
    .yi(y[0]),
    .zi(z[0]),
    .xo(x[1]),
    .yo(y[1]),
    .zo(z[1])
);
cordic_iter_16bit cordic_rotator_16bit_01(
    .clk(clk),
    .rst_n(rst_n),
    .mode(mode),
    .rot_z(16'h1DAC),
    .rot_num(4'd1),
    .xi(x[1]),
    .yi(y[1]),
    .zi(z[1]),
    .xo(x[2]),
    .yo(y[2]),
    .zo(z[2])
);
cordic_iter_16bit cordic_rotator_16bit_02(
    .clk(clk),
    .rst_n(rst_n),
    .mode(mode),
    .rot_z(16'h0FAE),
    .rot_num(4'd2),
    .xi(x[2]),
    .yi(y[2]),
    .zi(z[2]),
    .xo(x[3]),
    .yo(y[3]),
    .zo(z[3])
);
cordic_iter_16bit cordic_rotator_16bit_03(
    .clk(clk),
    .rst_n(rst_n),
    .mode(mode),
    .rot_z(16'h07F5),
    .rot_num(4'd3),
    .xi(x[3]),
    .yi(y[3]),
    .zi(z[3]),
    .xo(x[4]),
    .yo(y[4]),
    .zo(z[4])
);
cordic_iter_16bit cordic_rotator_16bit_04(
    .clk(clk),
    .rst_n(rst_n),
    .mode(mode),
    .rot_z(16'h03FF),
    .rot_num(4'd4),
    .xi(x[4]),
    .yi(y[4]),
    .zi(z[4]),
    .xo(x[5]),
    .yo(y[5]),
    .zo(z[5])
);
cordic_iter_16bit cordic_rotator_16bit_05(
    .clk(clk),
    .rst_n(rst_n),
    .mode(mode),
    .rot_z(16'h0200),
    .rot_num(4'd5),
    .xi(x[5]),
    .yi(y[5]),
    .zi(z[5]),
    .xo(x[6]),
    .yo(y[6]),
    .zo(z[6])
);
cordic_iter_16bit cordic_rotator_16bit_06(
    .clk(clk),
    .rst_n(rst_n),
    .mode(mode),
    .rot_z(16'h0100),
    .rot_num(4'd6),
    .xi(x[6]),
    .yi(y[6]),
    .zi(z[6]),
    .xo(x[7]),
    .yo(y[7]),
    .zo(z[7])
);
cordic_iter_16bit cordic_rotator_16bit_07(
    .clk(clk),
    .rst_n(rst_n),
    .mode(mode),
    .rot_z(16'h0080),
    .rot_num(4'd7),
    .xi(x[7]),
    .yi(y[7]),
    .zi(z[7]),
    .xo(x[8]),
    .yo(y[8]),
    .zo(z[8])
);
cordic_iter_16bit cordic_rotator_16bit_08(
    .clk(clk),
    .rst_n(rst_n),
    .mode(mode),
    .rot_z(16'h0040),
    .rot_num(4'd8),
    .xi(x[8]),
    .yi(y[8]),
    .zi(z[8]),
    .xo(x[9]),
    .yo(y[9]),
    .zo(z[9])
);
cordic_iter_16bit cordic_rotator_16bit_09(
    .clk(clk),
    .rst_n(rst_n),
    .mode(mode),
    .rot_z(16'h0020),
    .rot_num(4'd9),
    .xi(x[9]),
    .yi(y[9]),
    .zi(z[9]),
    .xo(x[10]),
    .yo(y[10]),
    .zo(z[10])
);
cordic_iter_16bit cordic_rotator_16bit_10(
    .clk(clk),
    .rst_n(rst_n),
    .mode(mode),
    .rot_z(16'h0010),
    .rot_num(4'd10),
    .xi(x[10]),
    .yi(y[10]),
    .zi(z[10]),
    .xo(x[11]),
    .yo(y[11]),
    .zo(z[11])
);
cordic_iter_16bit cordic_rotator_16bit_11(
    .clk(clk),
    .rst_n(rst_n),
    .mode(mode),
    .rot_z(16'h0008),
    .rot_num(4'd11),
    .xi(x[11]),
    .yi(y[11]),
    .zi(z[11]),
    .xo(x[12]),
    .yo(y[12]),
    .zo(z[12])
);
cordic_iter_16bit cordic_rotator_16bit_12(
    .clk(clk),
    .rst_n(rst_n),
    .mode(mode),
    .rot_z(16'h0004),
    .rot_num(4'd12),
    .xi(x[12]),
    .yi(y[12]),
    .zi(z[12]),
    .xo(x[13]),
    .yo(y[13]),
    .zo(z[13])
);
cordic_iter_16bit cordic_rotator_16bit_13(
    .clk(clk),
    .rst_n(rst_n),
    .mode(mode),
    .rot_z(16'h0002),
    .rot_num(4'd13),
    .xi(x[13]),
    .yi(y[13]),
    .zi(z[13]),
    .xo(x[14]),
    .yo(y[14]),
    .zo(z[14])
);
cordic_iter_16bit cordic_rotator_16bit_14(
    .clk(clk),
    .rst_n(rst_n),
    .mode(mode),
    .rot_z(16'h0001),
    .rot_num(4'd14),
    .xi(x[14]),
    .yi(y[14]),
    .zi(z[14]),
    .xo(x[15]),
    .yo(y[15]),
    .zo(z[15])
);
assign xo = x[15];
assign yo = y[15];
assign zo = z[15];
endmodule  
```

==> writeup.txt <==
Entering global routing, the biggest net connects 129 pins. The run gives 52,002 as the via total after detailed routing. With the minimum setup slack after placement at 3390 ps, the clock-pin slew of the registers on the worst-case setup and hold paths is 60 ps. Setup slack on the worst reg-to-reg path comes out at 4300 ps.

The most common logic cells in the final layout are sky130_fd_sc_hd__ha_1, sky130_fd_sc_hd__dfrtp_1, sky130_fd_sc_hd__inv_1. Timing would allow up to 0.243 GHz. The yosys warning tally is 2. For the worst reg-to-reg path, the endpoint reported by OpenROAD is cordic_rotator_16bit_14.xo[14]$_DFF_PN0_. The fraction of the core area occupied by cells at floorplan was 40.4%.

The area growth from synthesis to layout is 9.94%, and the total number of H-tree levels is 3. For this run, the number of standard cells in the final layout without fillers is 9,582. The run gives 42 for the maximum fanout along the worst path. Endpoints failing hold in the final report were tallied at 0. The clock latency reported for the late side of the worst-skew pair was 700 ps. The floorplan report gives the top-level pin count as 101.

According to the floorplan report, the die width is 402 um. Summed over all layers, the routed wires come to 155 mm. Counting every instance in the synthesized netlist gives 7,474. Per the gpl log, the routability congestion estimate is 0.923. The tools report the nature of the critical path endpoint as a flip-flop. The summed instance area of the synthesized netlist is 64,100 um2, and the per-cell via count in the routed design is 5.43. Per STA, the highest per-stage delay on the worst path measures 580 ps. The critical path contains buffers and inverters numbering 3 combined. The run gives 1 for the number of antenna violations at the first check in global routing. The worst-path cell with the longest stage delay was sky130_fd_sc_hd__a21oi_4. Across all setup checks in the final design, the least slack found is 4080 ps. In this run the critical path is formed by buf_4, buf_4, nor2_1, a21oi_4, buf_4, nand2_1, o21ai_0, a21boi_0, or2_1, a41oi_1, nand3_1.

After legalization and detailed placement, the total HPWL measured 119 mm. The run gives 815 ps for the transition time at the pin with the least slew margin. Measured along the y axis, the die boundary spans 402 um.

Nets still carrying antenna violations after routing amount to 0. The script parses the final routing iteration and logs DRC violations as 0. In the final timing run, aggregate negative setup slack is 0 ps. The run gives 0 as the sum of overflow across all layers after global routing. For the worst setup path, the data required time is 8770 ps. The floorplan step defined a die boundary enclosing 162,000 um2. Leading cell type in the layout, fill and taps excluded: sky130_fd_sc_hd__ha_1.

The worst hold path cell count is 0. The detailed placer reported the number of placed instances as 9,416. STA lists the startpoint of the worst register-to-register path as cordic_rotator_16bit_13.yo[15]$_DFF_PN0_.

For this run, the final setup violation count is recorded as 0. Setup repair after global routing left no endpoint under its margin. The deepest clock path buffer count is 3. Per the CTS log, the root buffer master is sky130_fd_sc_hd__clkbuf_16.

The pre-antenna-repair detailed-routing pass consisted of 7 iterations. The run gives 0 as the cts-stage hold buffer count. The final critical path time including I/O delays and setup is 4120 ps, and the max-capacitance violation count is 0.

The async set-or-reset flop fraction in the synthesized netlist is 100%, and the first-iteration detailed-routing DRC count is 3,323. The critical hold path startpoint was cordic_rotator_16bit_10.zo[1]$_DFF_PN0_. With the final antenna diode count at 0, the final clock skew is 34.8 ps. Counting flops with a built-in enable in the synthesized netlist gives 0. Cell seen most often among critical-path stages: sky130_fd_sc_hd__buf_4. Sequential area share after synthesis: 28.6%. Routed length per instance: 16.2 um. TritonCTS built the clock tree. Dividing the synthesized area by the synthesized cell count gives 8.58 um2. The most used flip-flop cell after synthesis is sky130_fd_sc_hd__dfrtp_1. Per the layout area report, the register area comes to 18,400 um2. For reference, the most critical setup path is categorized as input port to flip-flop.

The run gives 0 as the number of buffers added for setup after CTS. After synthesis, the chip area reported by Yosys is 64,100 um2. The worst setup path is launched from an input port. As logged by OpenROAD, the buffers inserted on ports number 100. The run gives 44.3% for the worst max-slew margin expressed relative to the limit.

The run gives 49,487 as the via count of the first global-routing pass. The number of warnings reported in the stage logs is 513. The worst hold path belongs to the class flip-flop to flip-flop. The multi-input combinational cells in the finished layout cover a total of 42,100 um2. Per the final report, max-transition violations number 0. For the number of different library cells in the post-synthesis netlist, the log shows 93.

The report lists the number of standard-cell rows as 146. Among cell families on the critical path, the largest total delay comes from buffers and inverters. In this run the standard cell core region covers 159,000 um2. The post-synthesis cell count from yosys is 7,474, and the data arrival time of the critical path is 4690 ps. The worst hold path terminates at cordic_rotator_16bit_11.zo[1]$_DFF_PN0_. The number of inserted filler cells in the final layout was 14,924. Gates resized during post-CTS repair numbered 0. The wire length of the first global-routing pass is 257 mm.

Measured in cells, the most critical reg-to-reg path has a length of 10. The flow ran to the end, and the final reports show no timing, DRC or antenna violations. The count of state elements after synthesis is 734.

The share of the clock period used by the worst path after layout was 50.2%; the share of cells above drive strength 1 was 3.85%. The clock net in this run drives a total of 734 sinks. The overall track demand over capacity in global routing is 19.6%, and the number of buffers inserted during clock tree synthesis is 90.
-- stage by stage --
step | hold WS, ps | util (%) | cell area, um2
4_1_cts | 324 | 44.4 | 70500
5_1_grt | 333 | 44.4 | 70500
3_3_place_gp | 333 | 42.3 | 67200
2_1_floorplan | 331 | - | 64100
6_report | 332 | 44.4 | 70500
3_5_place_dp | 335 | 42.3 | 67200
-- cell type report --
| class | instances | share of cell area (%) |
|---|---|---|
| clock buffer | 119 | 3.62 |
| clock inverter | 47 | 1.14 |
| inverter | 734 | 3.91 |
| multi-input combinational | 5732 | 59.7 |
| sequential | 734 | 26.0 |
| tap | 2072 | 3.68 |
| timing repair buffer | 144 | 1.96 |
-- worst max-delay path by stage --
stage / start / end / slack, ps / cells after the start
after CTS: xi[1] / cordic_rotator_16bit_00.yo[13]$_DFF_PN0_ / 4140 / 11
final: mode / cordic_rotator_16bit_11.yo[12]$_DFF_PN0_ / 4080 / 11
after global routing: xi[1] / cordic_rotator_16bit_00.yo[13]$_DFF_PN0_ / 3760 / 11
-- layer usage --
layer / vias up / global-route usage (%) / wire (um)
met1: 24392 / 29.3 / 72600
met3: 181 / 2.21 / 6770
met5: - / 0 / 0
li1: 26334 / - / -
met2: 1095 / 31.5 / 72500
met4: 0 / 3.25 / 2900
-- synthesized netlist by cell type (97+ instances only) --
master                       n  area, um2
sky130_fd_sc_hd__a21o_1    133        998
sky130_fd_sc_hd__dfrtp_1   734      18400
sky130_fd_sc_hd__inv_1     730       2740
sky130_fd_sc_hd__o21ai_0   461       2310
sky130_fd_sc_hd__nand2_1   363       1360
sky130_fd_sc_hd__ha_1      924      11600
sky130_fd_sc_hd__nand3_1   153        766
sky130_fd_sc_hd__nor2b_1   126        788
sky130_fd_sc_hd__o21bai_1   97        728
sky130_fd_sc_hd__nand2b_1  102        638
sky130_fd_sc_hd__xor2_1    178       1560
sky130_fd_sc_hd__nor3_1    222       1110
sky130_fd_sc_hd__a21oi_1   666       3330
sky130_fd_sc_hd__nor2_1    558       2090
sky130_fd_sc_hd__a31oi_1    99        619
sky130_fd_sc_hd__clkbuf_1  190        713
sky130_fd_sc_hd__xnor2_1   414       3630
-- cells by family after synthesis --
group,Yosys count,share of synthesized area (%)
XOR/XNOR,593,8.11
AND/OR/NAND/NOR,1884,14.3
buffers and inverters,1008,5.99
multiplexers,72,1.13
adder cells (fa/ha/maj),983,19.9
AND-OR/OR-AND,2200,22.0
flip-flops,734,28.6
